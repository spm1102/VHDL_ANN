**design/flow/config.mk**
```make
export PLATFORM = sky130hd
export DESIGN_NAME = ram
export DESIGN_NICKNAME = ram
export VERILOG_FILES = /design/flow/design.v
export SDC_FILE = /design/flow/constraint.sdc
export NUM_CORES = 4
export LEC_CHECK = 1
export CORE_UTILIZATION = 30
export SYNTH_HDL_FRONTEND = slang
```
**design/flow/constraint.sdc**
```tcl
current_design ram

set clk_period 3.6
set clk_io_pct 0.2

create_clock -name clk0 -period $clk_period [get_ports {clk}]

set non_clock_inputs [all_inputs -no_clocks]
set_input_delay [expr $clk_period * $clk_io_pct] -clock clk0 $non_clock_inputs
set_output_delay [expr $clk_period * $clk_io_pct] -clock clk0 [all_outputs]
```
**design/flow/design.v**
```verilog
module ram#(
    parameter ADDR_WIDTH = 8,
    parameter DATA_WIDTH = 16,
    parameter RAM_DEPTH = 256
)(
    input clk,
    input rst_n,
    input we,
    input [ADDR_WIDTH-1:0] addr,
    input [DATA_WIDTH-1:0] data_in,
    output reg [DATA_WIDTH-1:0] data_out
);
    reg [DATA_WIDTH-1:0] mem [0:RAM_DEPTH-1];
    always @(posedge clk or negedge rst_n) begin
        if(!rst_n) begin
            data_out <= 0;
        end else begin
            if(we) begin
                mem[addr] <= data_in;
            end else begin
                data_out <= mem[addr];
            end
        end
    end
endmodule
```
**design/flow/run.sh**
```bash
#!/bin/bash
# OpenROAD 26Q1-2900-gdf79404cd8, Yosys 0.63+post, stock flow scripts
make -C /OpenROAD-flow-scripts/flow DESIGN_CONFIG=/design/flow/config.mk WORK_HOME=/design/flow/orfs finish
```
==> results.tsv <==
metric	value	unit
status	completed	
Hold Path Class	input pin to flop	
Vias	78300	
share of layout cells above drive strength 1	32.2	%
core box area	524000	um2
CP cell instances	buf_16, buf_4, buf_4, buf_4, mux4_2, o221ai_1, nor3_1, buf_4, o221ai_1, or3_1, a41oi_1	
Detailed Place HPWL	289000	um
Period minus WS final	3.42	ns
sequential fraction of the synthesis area	78.2	%
gr ovfl total	0	
first drt pass iteration count	7	
Final Hold Violation Tally	0	
routability cong.	0.947	
DR DRC count	0	
final WL	453000	um
DIE HEIGHT	727	um
chip area	529000	um2
cycle use final	95.0	%
Synth area leader	edfxtp_1	
largest net degree at the start of global routing	137	
CP Max Fanout	22	
vias in the first global route	87300	
mux share	16.0	%
Rows	266	
Largest cells by area	edfxtp_1, mux4_2, mux2i_1	
mapped cell area	158000	um2
clk_skew	0.0770	ns
Fin Setup TNS	0	ns
Synth top cell by count	edfxtp_1	
# Post-CTS Setup Buffers	0	
First DRT Iteration DRCs	5196	
routed len/inst	29.4	um
final antenna-violating net count	0	
CTS Buffer Depth	4	
post-synthesis cell count	7090	
leak pwr	59.7	nW
clk latency of the worst-skew pair	1.00	ns
asr flop ratio synth	0.389	%
syn avg cell area	22.3	um2
Largest logic family	multiplexers	
post-route cell area	190000	um2
clk slew on worst S/H paths	0.06	ns
CP startpoint kind	input pin	
GR Util All Layers	18.4	%
Final Hold Slack	0.190	ns
crit path DRT	4.42	ns
CP Data Arrival Time	4.24	ns
total of max-cap violations	0	
Placement Cell Area	177000	um2
WS Path Type	input pin to flop	
fp_density	30.1	%
RSZ-0062 raised after global routing	false	
post-synth area from yosys stat	158000	um2
H-Tree Depth	5	
Top cell area share	77.9	%
count of library flops with an enable pin	4096	
delay of the slowest critical-path stage	0.54	ns
die x size	727	um
fin. max-slew vios	0	
CTS Buf Count	418	
antenna violations before repair	23	
Fillers	46500	
PostCTS Resize Cnt	0	
Layout Area Growth over Synthesis	20.5	%
first-pass GRT wire length	640000	um
tool warnings	45	
Yosys Instances	7090	
Worst-Margin Slew	1.20	ns
CTS tree	done	
xor/xnor share	0	%
Commonest flop	edfxtp_1	
#FFs+latches synth	4112	
I/O Buffers	42	
Yosys warning total	0	
CP endpoint kind	flop	
Finish-stage setup viols	0	
Compound Share, Synth	2.34	%
Slew headroom	19.8	%
maximum clock frequency	292	MHz
CTS sink count	4112	
Synth cell types	68	
Synth top cells by count	edfxtp_1, mux4_2, nor2_1, mux2i_1, nand2_1	
pwr/cell area	532	nW/um2
vias per inst	5.07	
num ports	43	
simple share	1.97	%
slowest stage cell, crit path	mux4_2	
Crit path top cell by count	buf_4	
Post-CTS Hold Fix Bufs	1	
clk root buf	clkbuf_16	
Worst VDD drop	0.445	mV
yosys adder share	0	%
power breakdown:
group / switching [mW] / internal [mW]
logic: 3.43 / 2.06
registers: 0.159 / 52.7
clock network: 18.2 / 24.6
metal layers:
| metal | up-vias | routed length (um) | global-route usage [%] |
|---|---|---|---|
| met1 | 39500 | 133000 | 18.1 |
| met4 | 38 | 18900 | 5.95 |
| met2 | 5800 | 205000 | 26.7 |
| met5 | - | 1190 | 1.64 |
| li1 | 32200 | - | - |
| met3 | 818 | 94700 | 17.7 |
layout by cell type (no fill, tap or decap), types with 17 or more instances in the layout:
master           count
nor3_1              29
nor2_2             122
o22a_1              19
nand2_1            238
a21oi_1             61
bufinv_16           43
mux4_2             967
edfxtp_1          4096
o21ai_0             62
a221oi_1            29
a32oi_1             57
buf_12             328
clkinv_2            77
mux2_2              22
clkbuf_16          421
buf_4              631
o22ai_1            113
nand3_1             43
nor2_1             192
o221ai_1            26
diode_2             21
mux2i_1            309
a22oi_1             85
clkbuf_1            78
clkdlybuf4s50_1     17
clkinvlp_4          18
clkinv_1            99
area by class of cell:
class | instances | area [um2] | area share [%]
timing repair buffer | 1000 | 11800 | 6.20
antenna | 21 | 52.6 | 0.0276
inverter | 7 | 37.5 | 0.0197
multi-input combinational | 2565 | 32600 | 17.1
clock buffer | 500 | 10800 | 5.70
clock inverter | 267 | 2750 | 1.45
sequential | 4112 | 123000 | 64.9
tap | 6968 | 8720 | 4.58
sequential cells by signal, summed over array words and instances (netlist names):
name,count
mem,4096
data_out,16
per-stage QoR:
step | setup WS (ns) | cells | power [mW] | utilization [%]
3_3_place_gp | -0.536 | 14700 | 59.3 | 33.7
2_1_floorplan | -0.464 | 7090 | 56.2 | -
3_5_place_dp | -0.488 | 14700 | 59.4 | 33.7
6_report | 0.179 | 15400 | 101 | 36.3
4_1_cts | 0.283 | 15400 | 102 | 36.3
5_1_grt | 0.252 | 15400 | 104 | 36.3
worst max-delay path: cells and delay by family:
family,cells,cell delay (ns)
AND/OR/NAND/NOR,2,0.62
AND-OR/OR-AND,3,1.13
buffers and inverters,5,1.15
multiplexers,1,0.54
path summary, 6_finish.rpt:
| kind | slack [ns] | start | depth (start not counted) | end |
|---|---|---|---|---|
| hold / removal | 0.19 | data_in[15] | 1 | mem[126][15]$_DFFE_PP_ |
| setup / recovery | 0.18 | addr[0] | 11 | data_out[5]$_DFFE_PN0N_ |
| min in group asynchronous | 0.59 | rst_n | 3 | data_out[10]$_DFFE_PN0N_ |
| setup reg to reg | 0.54 | mem[63][5]$_DFFE_PP_ | 8 | data_out[5]$_DFFE_PN0N_ |
| max in group asynchronous | 2.70 | rst_n | 3 | data_out[14]$_DFFE_PN0N_ |
| hold reg to reg | 0.69 | data_out[3]$_DFFE_PN0N_ | 2 | data_out[3]$_DFFE_PN0N_ |
kinds of logic (layout without fill, tap and decap cells):
family          count (synthesis)  after routing
mux                          1307           1307
flops                        4112           4112
compound gates                525            525
other cells                     0             21
buf+inv                       413           1774
simple gates                  733            733
Power figures rest on the tool's default switching activity, not on a simulated workload.
